**flow/constraint.sdc**
```tcl
current_design divider

set clk_period 5.3
set clk_io_pct 0.2

create_clock -name clk0 -period $clk_period [get_ports {clk}]

set non_clock_inputs [all_inputs -no_clocks]
set_input_delay [expr $clk_period * $clk_io_pct] -clock clk0 $non_clock_inputs
set_output_delay [expr $clk_period * $clk_io_pct] -clock clk0 [all_outputs]
```
**flow/config.mk**
```make
export PLATFORM = sky130hd
export DESIGN_NAME = divider
export DESIGN_NICKNAME = divider
export VERILOG_FILES = /design/flow/design.v
export SDC_FILE = /design/flow/constraint.sdc
export NUM_CORES = 4
export LEC_CHECK = 1
export CORE_UTILIZATION = 50
```
**flow/design.v**
```verilog
`timescale 1ns/1ps
module divider(Z, R, done, X, Y, start, clk);
    output [7:0] Z;
    output [15:0] R;
    output done;
    input [15:0] X;
    input [7:0] Y;
    input start;
    input clk;
    reg [7:0] Q;
    reg [15:0] R;
    reg [15:0] y;
    reg [15:0] x;
    reg [5:0] cnt;
    reg done;
    reg last;
    initial $monitor("x = %d R = %d",x,R);
    always @(posedge clk) begin
        done <= 0;
        last <= 0;
        if (start)
            cnt <= 0;
        else
            cnt <= cnt + 1;
        if (cnt == 6'd14)
            last <= 1;
        else if (cnt == 6'd15)
            done <= 1;
    end
    always @(posedge clk)
        if (start) begin
            x = X;
            R = 0;           
        end
        else if (~last && (R < Y)) begin
            R = {R[14:0],x[15]};
            x[15:1] = x[14:0];
            R = R + Y;
            x[0] = 1'b0;
        end
        else if (~last && (R > Y)) begin
            R = {R[14:0],x[15]};
            x[15:1] = x[14:0]; 
            R = R - Y;
            x[0] = 1'b1;
        end
    assign Z = x;
endmodule
```
**flow/run.sh**
```bash
#!/bin/bash
# OpenROAD 26Q1-2900-gdf79404cd8, Yosys 0.63+post, stock flow scripts
make -C /OpenROAD-flow-scripts/flow DESIGN_CONFIG=/design/flow/config.mk WORK_HOME=/design/flow/orfs finish
```
==> results_dict.tcl <==
# flow metrics
set metrics [dict create \
    top_area_frac 0.180 \
    placed_area_um2 3180 \
    ys_seq_share 0.361 \
    min_path_type "register to register" \
    drive_gt1_frac 0.0912 \
    fin_crit_sh 0.919 \
    max_cap_violations 0 \
    slowest_delay_ns 0.59 \
    clockRootBuffer "clkbuf_8" \
    port_buffers 50 \
    critPathSlowestCell "clkdlybuf4s50_1" \
    place_worst_setup_slack_ns 0.151 \
    end_kind "register" \
    cts_buffers 5 \
    drt_iter0_drc 75 \
    drc_errors 0 \
    crit_type "input port to register" \
    n_fill_cell 433 \
    critical_path_required_ns 5.53 \
    design_area_um2 3290 \
    clkSlewWorstSetupHoldPaths_ns 0.08 \
    common_cells "nand2_1 (33), ha_1 (27), a21oi_1 (25)" \
    edf_count 16 \
    die_area_um2 5620 \
    core_area_um2 5110 \
    worstPathArrival_ns 5.10 \
    grt_max_degree 40 \
    r2r_start "R[0]$_SDFFE_PP0P_" \
    crit_family "AND-OR/OR-AND gates" \
    top_area_cell "dfxtp_1" \
    max_slew_margin 0.480 \
    max_freq_mhz 205 \
    ff2ff_path_depth 16 \
    crit_fanout 16 \
    worstReg2RegEnd "R[14]$_SDFFE_PP0P_" \
    grt_pass1_vias 1889 \
    layout_setup_ws_ns 0.427 \
    clk_latency_ns 0.30 \
    postCtsSetupBuffers 0 \
    synthDistinctLibCells 45 \
    cts_resized 0 \
    grt_overflow 0 \
    syn-mean-instance-area_um2 9.38 \
    power.leakage_nw 1.32 \
    yosys_cells 284 \
    areaGrowthSynthToFinish_pct 23.5 \
    synthCells 284 \
    ios 51 \
    clockBufferDepth 2 \
    cp_cell_sequence "clkdlybuf4s50_1 -> inv_1 -> ha_1 -> nand4_1 -> o21ai_2 -> o21ai_0 -> xnor2_1 -> ha_1 -> a21oi_1 -> o21ai_0 -> a21oi_1 -> nor3_1 -> o21ai_0 -> or3b_1 -> a21oi_1" \
    initCoreUtil 0.522 \
    crit_start "Y[7]" \
    wire_per_inst_um 14.0 \
    r2r_setup_slack_ns 1.51 \
    timing.final.max_slew_violations 0 \
    grt_pass1_wl_um 8740 \
    synthArstFlopShare 0 \
    p_per_area_nw_per_um2 505 \
    place.gp.congestion 0.914 \
    ant_nets 0 \
    fin_crit_ns 4.87 \
    status "finished, final reports clean" \
    cp.depth 15 \
    tns_ns 0 \
    firstDrtPassIters 4 \
    dp_cells 391 \
    ys_area_um2 2660 \
    antenna_cells 0 \
    via_per_inst 5.37 \
    flop_area_um2 961 \
    synth_top_cell_by_count "nand2_1" \
    finalSetupViolations 0 \
    chipWidth_um 75.0 \
    dr_total_vias 2144 \
    numSynthFlops 40 \
    rsz0062_at_grt "false" \
    die_y_um 75.0 \
    synth_area_um2 2660 \
    ir_worst_vdd_mv 0.336 \
    ys_warn_count 2 \
    hold_violations 0 \
    track_usage 0.210 \
    max_slew.worst_pin.slew_ns 0.780 \
    area_leaders "dfxtp_1 (18%), edfxtp_1 (18%), ha_1 (13%)" \
    cts_sinks 40 \
    path_buffers 2 \
    critical_path.endpoint "R[14]$_SDFFE_PP0P_" \
    antenna_found_initial 0 \
    synth-main-ff-cell "dfxtp_1" \
    wl_um 5570 \
    cts_hold_buf 0 \
    dpl.hpwl_um 3960 \
    post_layout_nonfiller_instances 399 \
    tool_warnings 27 \
    power.total_mw 1.66 \
    cts_tree "built" \
    skew_ns 0.00830 \
    placementRows 26 \
    htreeDepth 2 \
    worst_setup_path_start_kind "input port" \
    multiInputGateArea_um2 1560 \
]
[worst min-delay path by stage]
stage	depth (start not counted)	startpoint	slack, ns	endpoint
6_report	1	cnt[5]$_SDFF_PP0_	0.48	done$_SDFF_PP0_
5_1_grt	1	cnt[5]$_SDFF_PP0_	0.52	done$_SDFF_PP0_
4_1_cts	1	cnt[5]$_SDFF_PP0_	0.48	done$_SDFF_PP0_
[stage by stage]
| stage | util | hold slack (ns) |
|---|---|---|
| 6_report | 0.644 | 0.485 |
| 5_1_grt | 0.644 | 0.517 |
| 4_1_cts | 0.644 | 0.476 |
| 3_5_place_dp | 0.622 | 0.452 |
| 3_3_place_gp | 0.622 | 0.459 |
| 2_1_floorplan | - | 0.431 |
[routing by layer]
layer,wire length (um),global-route usage
met4,30,0.0168
met1,2830,0.337
met3,185,0.0312
met2,2520,0.325
met5,0,0
[flip-flops by register name, summed over array words and instances, names as in the netlist]
| signal | cells |
|---|---|
| R | 16 |
| last | 1 |
| cnt | 6 |
| x | 16 |
| done | 1 |
[layout by cell type (no fill, tap or decap), drive strengths merged, types with 3 or more instances in the layout]
cell type,n
a211oi,4
a21oi,25
and2,3
clkbuf,6
clkdlybuf4s50,50
dfxtp,24
edfxtp,16
ha,27
inv,15
mux2,16
nand2,33
nand3,8
nand4,4
nor2,17
nor3,6
nor4,3
o21a,4
o21ai,12
o31a,6
o31ai,3
xnor2,13
xor2,6
[power breakdown]
group	total [mW]	leakage, nW	switching, mW	internal [mW]
sequential	0.461	0.366	0.0684	0.392
combinational	0.962	0.902	0.456	0.506
clock	0.239	0.0530	0.117	0.123
[final cells by class]
class | count | share of cell area
sequential | 40 | 0.292
clock buffer | 6 | 0.0285
multi-input combinational | 215 | 0.475
timing repair buffer | 52 | 0.157
tap | 70 | 0.0266
inverter | 14 | 0.0160
clock inverter | 2 | 0.00494
[logic make-up after synthesis]
family / share of synthesized area
simple gates: 0.143
compound gates: 0.176
flops: 0.361
buf+inv: 0.0526
fa+ha+maj: 0.134
xor+xnor: 0.0625
mux: 0.0714
Power is estimated from default activity; no workload was simulated.
